`flow/config.mk`:
```
export PLATFORM = sky130hd
export DESIGN_NAME = Interrupt_state
export DESIGN_NICKNAME = Interrupt_state
export VERILOG_FILES = /design/flow/design.v
export SDC_FILE = /design/flow/constraint.sdc
export NUM_CORES = 4
export LEC_CHECK = 1
export CORE_AREA = 10 10 70 70
export DIE_AREA = 0 0 80 80
```
`flow/constraint.sdc`:
```
current_design Interrupt_state

set clk_period 3.1
set clk_io_pct 0.2

create_clock -name clk0 -period $clk_period [get_ports {clk}]

set non_clock_inputs [all_inputs -no_clocks]
set_input_delay [expr $clk_period * $clk_io_pct] -clock clk0 $non_clock_inputs
set_output_delay [expr $clk_period * $clk_io_pct] -clock clk0 [all_outputs]
```
`flow/design.v`:
```
`timescale 1ns / 1ps
module Interrupt_state(input [3:0] control_state,input clk,interrupt,busy,non_maskable_int,input[31:0] instr,output reg respond,
								output reg NMI,output reg [1:0] state
    );															 
parameter [1:0] 
			s0=2'b00,
			s1=2'b01,
			s2=2'b10;	
parameter [31:0] 
				nmi_last_instr=100,				 
				mi_last_instr=0;
wire MI;
wire intr;
assign MI=interrupt & (~busy);	 
assign intr= MI | non_maskable_int;
initial 
begin
	respond=0;
	state=s0;
end
always@(posedge clk)
begin
	case(state)
		s0:	begin
				if(intr)begin state=s2; NMI=non_maskable_int; end
				end
		s1:	begin
				respond =0;
				if(!intr)begin state=s0;end
				end
		s2:	begin
				if(control_state==0)
				begin 
					respond=1; 
					if(instr== mi_last_instr | instr== nmi_last_instr)
					begin 
						state= s1;
					end
				end
				end
	endcase
end
endmodule
```
`flow/run.sh`:
```
#!/bin/bash
# OpenROAD 26Q1-2900-gdf79404cd8, Yosys 0.63+post, stock flow scripts
make -C /OpenROAD-flow-scripts/flow DESIGN_CONFIG=/design/flow/config.mk WORK_HOME=/design/flow/orfs finish
```
==> impl_metrics.sql <==
-- flow metrics import
INSERT INTO impl_metrics (metric_group, metric, value, unit) VALUES
('critical_path', 'worstPathArrival', '2.13', 'ns'),
('critical_path', 'worst_path_max_delay_cell', 'sky130_fd_sc_hd__clkdlybuf4s50_1', ''),
('critical_path', 'cp.buffers_inverters', '1', ''),
('critical_path', 'critical_path_required', '3.00', 'ns'),
('logic_synthesis', 'yosys_register_bits', '4', ''),
('cts', 'cts_tree', 'built', ''),
('sta', 'hold_viol_final', '0', ''),
('sta', 'fmax', '0.449', 'GHz'),
('floorplan', 'die_area', '0.00640', 'sq mm'),
('pwr', 'power.ir.vdd_worst', '0.000176', 'V'),
('sta', 'timing.final.crit_period', '2.23', 'ns'),
('min_path', 'worst_hold_path_type', 'register to register', ''),
('sta', 'period_used_share', '71.9', '%'),
('drt', 'drc_violation_count_after_routing', '0', ''),
('grt', 'grt_antenna_before_repair', '0', ''),
('job', 'warnings', '28', ''),
('grt', 'grt_max_degree', '5', ''),
('drt', 'wl_met2', '506', 'microns'),
('logic_synthesis', 'syn-cell-area', '339', 'sq um'),
('logic_synthesis', 'synth_top_flop_cell', 'sky130_fd_sc_hd__edfxtp_1', ''),
('drt', 'number_of_violations_reported_at_the_end_of_detailed_routing_iteration_0', '11', ''),
('sta', 'totalNegativeSetupSlack', '0', 'ns'),
('logic_synthesis', 'yosys_warnings', '1', ''),
('placed_design', 'placedInstanceArea', '827', 'sq um'),
('cts', 'holdBufCountCts', '0', ''),
('cts', 'ctsRootBufferMaster', 'sky130_fd_sc_hd__clkbuf_4', ''),
('cts', 'cts-resized-gates', '0', ''),
('grt', 'grt_pass1_wl', '2.16', 'mm'),
('drt', 'wirelength', '1.42', 'mm'),
('placed_design', 'globalplace.congestion', '0.782', ''),
('cts', 'numClockSinks', '4', ''),
('drt', 'met3WireLength', '387', 'microns'),
('cts', 'cts_setup_buffers', '0', ''),
('critical_path', 'worstSetupStartpoint', 'control_state[1]', ''),
('critical_path', 'critical_path.top_delay_family', 'AND-OR/OR-AND gates', ''),
('sta', 'finalHoldWorstSlack', '0.786', 'ns'),
('grt', 'gr_util_all_layers', '4.23', '%'),
('cts', 'clock_path_buffers', '2', ''),
('cts', 'cts-buffers-inserted', '3', ''),
('sta', 'drv_slew', '0', ''),
('logic_synthesis', 'enable_flop_cells', '4', ''),
('drt', 'top_layer', 'met3', ''),
('critical_path', 'regToRegStartpoint', 'state[0]', ''),
('logic_synthesis', 'synthTopCellsByArea', 'sky130_fd_sc_hd__edfxtp_1 (35%), sky130_fd_sc_hd__ha_1 (15%), sky130_fd_sc_hd__nor4_1 (11%)', ''),
('logic_synthesis', 'cell_count_listed_in_synth_stat_txt', '32', ''),
('min_path', 'worst_hold_startpoint', 'state[1]', ''),
('cts', 'clk_pin_slew', '0.04', 'ns'),
('critical_path', 'setup.reg_to_reg.worst_slack', '1.57', 'ns'),
('layout', 'share_of_cells_above_drive_strength_1', '7.69', '%'),
('sta', 'worst-slew-pin-transition', '0.424', 'ns'),
('floorplan', 'dieHeight', '80', 'microns'),
('critical_path', 'cp_slowest_stage_delay', '0.41', 'ns'),
('logic_synthesis', 'ys_async_sr_fraction', '0', '%'),
('critical_path', 'critical_path_peak_fanout', '2', ''),
('placed_design', 'dp_hpwl', '1.37', 'mm'),
('status', 'outcome', 'finished clean', ''),
('grt', 'first_global_vias', '501', ''),
('floorplan', 'placement_rows', '21', ''),
('logic_synthesis', 'area_of_the_synthesized_netlist_per_yosys_stat', '339', 'sq um'),
('grt', 'grt-ovfl-total', '0', ''),
('logic_synthesis', 'syn_inst', '32', ''),
('layout', 'n_fill_cell', '390', ''),
('drt', 'routed_wire_length_per_instance', '11.5', 'microns'),
('logic_synthesis', 'yosys.stat.seqShare', '35.4', '%'),
('cts', 'cts.htree.levels', '1', ''),
('drt', 'detail_route.antenna_diodes', '0', ''),
('floorplan', 'boundaryPins', '44', ''),
('logic_synthesis', 'syn_area_cell', '10.6', 'sq um'),
('sta', 'fin_worst_skew', '0.000543', 'ns'),
('logic_synthesis', 'synth.most_common_cell', 'sky130_fd_sc_hd__nor4_1', ''),
('drt', 'vias', '442', '');
[where the power goes]
| part | leakage [uW] | switching [uW] | internal (uW) |
|---|---|---|---|
| Clock | 0.0000138 | 19.8 | 43.2 |
| Sequential | 0.0000384 | 17.5 | 98.7 |
| Combinational | 0.000251 | 73.2 | 134 |
| Total | 0.000304 | 111 | 276 |
[cell type report]
cell class              instances  area (sq um)  area share [%]
clock buffers                   3          22.5            2.65
inverters                       4          15.0            1.77
multi-input cells              24           204            24.0
flip-flops and latches          4           120            14.1
well taps                      46          57.6            6.77
repair buffers                 43           430            50.7
[state kept, by name (all words and copies together) (netlist names)]
| register | cells |
|---|---|
| state | 2 |
| NMI | 1 |
| respond | 1 |
[path summary, 6_finish.rpt]
kind | to | cells past startpoint
setup reg to reg | state[1] | 3
hold / removal | respond | 1
setup / recovery | state[1] | 5
hold reg to reg | respond | 1
[metal layers]
metal	vias to the layer above	global-route usage, %
met3	0	5.34
li1	218	-
met4	0	0.528
met5	-	0
met1	188	4.11
met2	36	5.70
[placed cells by master, fill, tap and decap left out, drive strengths merged]
cell	count
clkdlybuf4s50	43
nor4	7
edfxtp	4
inv	4
ha	4
clkbuf	3
nor2b	2
nor3	2
a21oi	1
nand3	1
and3	1
nor2	1
o211ai	1
nand4	1
o31a	1
a2111oi	1
mux2	1
[stage by stage]
| stage | power [uW] | std cells | utilization [%] | worst slack [ns] |
|---|---|---|---|---|
| final | 386 | 124 | 24.9 | 0.871 |
| after global routing | 423 | 124 | 24.9 | 0.753 |
| after CTS | 395 | 124 | 24.9 | 0.841 |
| after detailed placement | 327 | 121 | 24.2 | 0.608 |
| after global placement | 320 | 121 | 24.2 | 0.592 |
| after floorplan | 211 | 32 | - | 1.17 |
[cells by family after synthesis]
group / after synthesis / share of synthesized area (%)
simple gates: 15 / 27.7
compound gates: 4 / 14.4
buf+inv: 4 / 4.43
fa+ha+maj: 4 / 14.8
flops: 4 / 35.4
mux: 1 / 3.32
Power is estimated from default activity; no workload was simulated.
